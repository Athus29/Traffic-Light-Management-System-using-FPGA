[run.sh]
#!/bin/bash
# OpenROAD 26Q1-2900-gdf79404cd8, Yosys 0.63+post, stock flow scripts
make -C /OpenROAD-flow-scripts/flow DESIGN_CONFIG=/design/flow/config.mk WORK_HOME=/design/flow/orfs finish
[constraint.sdc]
current_design Traffic

set clk_period 3.5
set clk_io_pct 0.2

create_clock -name clk0 -period $clk_period [get_ports {clk}]

set non_clock_inputs [all_inputs -no_clocks]
set_input_delay [expr $clk_period * $clk_io_pct] -clock clk0 $non_clock_inputs
set_output_delay [expr $clk_period * $clk_io_pct] -clock clk0 [all_outputs]
[config.mk]
export PLATFORM = sky130hd
export DESIGN_NAME = Traffic
export DESIGN_NICKNAME = Traffic
export VERILOG_FILES = /design/flow/design.v
export SDC_FILE = /design/flow/constraint.sdc
export NUM_CORES = 4
export LEC_CHECK = 1
export CORE_UTILIZATION = 30
[design.v]
`timescale 1ns / 1ps
module Traffic(
    input clk,rst,
	 output reg clock_out,
    output reg [2:0]light_M1,
    output reg [2:0]light_S,
    output reg [2:0]light_MT,
    output reg [2:0]light_M2,
	 output light_M1_R, light_M1_Y, light_M1_G, light_S_R, light_S_Y, light_S_G, light_MT_R, light_MT_Y, light_MT_G, light_M2_R, light_M2_Y, light_M2_G
    );
	 reg[27:0] counter=28'd0;
	 parameter DIVISOR = 28'd12000000;
    parameter  S1=0, S2=1, S3 =2, S4=3, S5=4, S6=5;
    reg [3:0]count;
    reg [2:0] ps;
    parameter  sec7=7,sec5=5,sec2=2,sec3=3;
	 always @(posedge clk)
	 begin
		counter <= counter + 28'd1;
		if(counter>=(DIVISOR-1))
		counter <= 28'd0;
		clock_out <= (counter<DIVISOR/2)?1'b1:1'b0;
	 end
    always@(posedge clock_out or posedge rst)
        begin
        if(rst==1)
        begin
        ps<=S1;
        count<=0;
        end
        else
             case(ps)
                S1: if(count<sec7)
                        begin
                        ps<=S1;
                        count<=count+1;
                        end
                    else
                        begin
                        ps<=S2;
                        count<=0;
                        end
                S2: if(count<sec2)
                        begin
                        ps<=S2;
                        count<=count+1;
                        end
                    else
                        begin
                        ps<=S3;
                        count<=0;
                        end
                S3: if(count<sec5)
                        begin
                        ps<=S3;
                        count<=count+1;
                        end
                    else
                        begin
                        ps<=S4;
                        count<=0;
                        end
                S4:if(count<sec2)
                        begin
                        ps<=S4;
                        count<=count+1;
                        end
                    else
                        begin
                        ps<=S5;
                        count<=0;
                        end
                S5:if(count<sec3)
                        begin
                        ps<=S5;
                        count<=count+1;
                        end
                    else
                        begin
                        ps<=S6;
                        count<=0;
                        end
                S6:if(count<sec2)
                        begin
                        ps<=S6;
                        count<=count+1;
                        end
                    else
                        begin
                        ps<=S1;
                        count<=0;
                        end
                default: ps<=S1;
                endcase
            end   
            always@(ps)    
            begin
                case(ps)
                    S1:
                    begin
                       light_M1<=3'b001;
                       light_M2<=3'b001;
                       light_MT<=3'b100;
                       light_S<=3'b100; 
                    end
                    S2:
                    begin 
                       light_M1<=3'b001;
                       light_M2<=3'b010;
                       light_MT<=3'b100;
                       light_S<=3'b100;
                    end
                    S3:
                    begin
                       light_M1<=3'b001;
                       light_M2<=3'b100;
                       light_MT<=3'b001;
                       light_S<=3'b100;
                    end
                    S4:
                    begin
                       light_M1<=3'b010;
                       light_M2<=3'b100;
                       light_MT<=3'b010;
                       light_S<=3'b100;
                    end
                    S5:
                    begin
                       light_M1<=3'b100;
                       light_M2<=3'b100;
                       light_MT<=3'b100;
                       light_S<=3'b001;
                    end
                    S6:
                    begin 
                       light_M1<=3'b100;
                       light_M2<=3'b100;
                       light_MT<=3'b100;
                       light_S<=3'b010;
                    end
                    default:
                    begin 
                       light_M1<=3'b000;
                       light_M2<=3'b000;
                       light_MT<=3'b000;
                       light_S<=3'b000;
                    end
                    endcase
            end
				assign light_M1_R=light_M1[2];
				assign light_M1_Y=light_M1[1];
				assign light_M1_G=light_M1[0];
				assign light_S_R=light_S[2];
				assign light_S_Y=light_S[1];
				assign light_S_G=light_S[0];
				assign light_MT_R=light_MT[2];
				assign light_MT_Y=light_MT[1];
				assign light_MT_G=light_MT[0];
				assign light_M2_R=light_M2[2];
				assign light_M2_Y=light_M2[1];
				assign light_M2_G=light_M2[0];				
endmodule
==> flow_summary.yaml <==
# physical design summary
min_path:
  min_path_cells: 1
  hold_path.class: "register to register"
setup_path:
  path_cells: "or4_4 > or4_4 > a211oi_4 > buf_4 > nor3b_1"
  cpMaxStageDelayCell: "or4_4"
  crit_buf_inv: 1
  crit_top_cell: "or4_4"
  arrival_ps: 2430
  r2r_cells: 5
  worstPathRequired_ps: 3660
  critPathKind: "register to register"
  worstPathMaxFanout: 15
  critPathTopFamily: "simple AND/OR/NAND/NOR gates"
  critPathCaptureType: "register"
  worstSetupStartpointType: "register"
  crit_cells: 5
  slowest_delay_ps: 570
floorplanning:
  fp_util_pct: 30.9
  fp.dieW_um: 85.7
  row_count: 30
  core-area_mm2: 0.00679
  die_area_mm2: 0.00734
  ios: 27
  fp.dieH_um: 85.7
yosys:
  yosys_warnings: 1
  mux_share_pct: 0.536
  xor_area_share_pct: 4.59
  synth_area_mm2: 0.00210
  yosysUniqueCellTypes: 48
  avgSynthCellArea_um2: 8.79
  ys_sh_adder_pct: 1.79
  synth_top_area_share_pct: 27.6
  ys_cells: 239
  ys_chip_area_mm2: 0.00210
  yosys.area_share.simple_pct: 26.4
  syn-instance-count: 239
  synth-seq-cells: 39
  compound_area_share_pct: 16.7
  area_leaders: "dfxtp_1 (28%), dfrtp_1 (11%), buf_4 (4.3%), nor3_1 (3.6%), o21ai_0 (3.6%)"
  topCombFamilyByArea: "simple AND/OR/NAND/NOR gates"
  yosysSeqAreaShare_pct: 39.6
  yosys.area.top_type: "dfxtp_1"
cts:
  tritoncts: "done"
  hold_buffers: 0
  ctsResizeCount: 0
  clock_latency_ps: 280
  post_cts_buffers: 0
  clockBufferDepth: 2
  clkTransAtPathRegs_ps: 60
  htreeDepth: 2
  cts_buffers: 5
  cts-root-buf: "clkbuf_8"
routing:
  wl_per_cell_um: 11.9
  viasPerCell: 4.95
  postRouteAntennaNets: 0
  diodes: 0
  routed_wl_um: 4080
  vias: 1704
  drc: 0
  first_pass_iters: 4
  drtIter0Drc: 61
timing:
  finalClockSkew_ps: 7.51
  hold_viol: 0
  rsz0062_at_grt: "no"
  min_period_ps: 2280
  untimed_endpoints: 34
  drv_slew: 0
  finalClockPeriodUsage_pct: 65.0
  unclocked_regs: 10
  fmax_mhz: 439
  setup_viol_count_final: 0
  worst_slack_ps: 1220
  timing.hold.ws_ps: 492
  setup_tns_ps: 0
placement:
  io_buffers: 26
  place_ws_ps: 1220
  hpwl_um: 2870
  routabilityCongestion: 0.829
  placed_area_mm2: 0.00233
power:
  p_per_area_mw_per_mm2: 255
  p_switching_w: 0.000122
  p_leak_nw: 0.813
  p_seq_share_pct: 54.8
  clkPwrFrac_pct: 43.7
  combPwrFrac_pct: 1.5
  swShare_pct: 19.7
  p_int_w: 0.000495
  irDropWorstVdd_v: 0.000189
finish:
  layout-drive-gt1-share_pct: 9.27
  fill_cells: 685
  area_growth_pct: 15.2
  final_cell_area_mm2: 0.00242
global_routing:
  grt_max_degree: 25
  antenna_found_initial: 0
  grt-ovfl-total: 0
  grt_pass1_vias: 1523
  grt.total_usage_pct: 12.0
  grt_pass1_wl_um: 7190
run_status:
  status: "completed"
flow_run:
  drv_cap: 0
  tool_warnings: 26
-- state kept, by name, indices dropped and copies added (netlist names) --
register   cells
clock_out      1
ps             6
count          4
counter       28
-- cells by family after synthesis --
group / after synthesis
fa+ha+maj: 3
buf+inv: 39
other cells: 1
simple gates: 96
compound gates: 49
mux: 1
flops: 39
xor+xnor: 11
-- area by class of cell --
| class | instances | area (um^2) | area share, % |
|---|---|---|---|
| repair buffers | 28 | 275 | 11.4 |
| multi-input cells | 164 | 1070 | 44.2 |
| inverters | 10 | 37.5 | 1.55 |
| well taps | 96 | 120 | 4.96 |
| clock buffers | 7 | 86.3 | 3.57 |
| flip-flops and latches | 39 | 832 | 34.4 |
-- worst reg2reg max path, cell delays in order, from the launching register on --
cell	delay (ps)
dfxtp_1	290
or4_4	540
or4_4	570
a211oi_4	370
buf_4	310
nor3b_1	80
-- cell usage in the layout, fill, tap and decap left out, drive strengths merged, types with 3 or more instances in the layout --
master and count:
or4 9, a211oi 12, and3 5, nor4 4, o31ai 4, o21ai 16
nand2 12, conb 4, clkbuf 7, or3 12, dfrtp 9, a21oi 6
clkdlybuf4s50 26, nor2 12, xnor2 7, nor3 18, xor2 4, nand3 11
inv 10, nand4 6, ha 3, dfxtp 29
-- synth_stat cells, drive strengths merged --
cell and instances:
nand4b 1, dfstp 1, o21ai 16, buf 15, ha 3, nor3b 1
or3 12, o221ai 1, o32ai 1, conb 1, a211o 1, a22o 1
clkbuf 14, o311a 1, and3 5, a21oi 6, o31ai 4, o211ai 1
or2 1, dfrtp 9, mux2 1, nand3b 1, nor3 18, nor2b 2
xor2 4, a211oi 12, nor2 12, a41o 1, nand3 11, dfxtp 29
a41oi 1, a21o 1, inv 10, a22oi 1, and4b 1, a311o 1
nand4 6, or4 9, nand2 12, xnor2 7, nor4 4
-- per-stage QoR --
| step | utilization [%] | instances | power [W] |
|---|---|---|---|
| floorplan | - | 242 | 0.000350 |
| global placement | 34.4 | 337 | 0.000355 |
| detailed placement | 34.4 | 337 | 0.000355 |
| CTS | 35.6 | 344 | 0.000623 |
| global route | 35.6 | 344 | 0.000642 |
| finish | 35.6 | 344 | 0.000616 |
-- final timing paths --
check | from | to | slack (ps)
min | counter[0] | counter[0] | 490
max | counter[26] | counter[1] | 1220
min reg2reg | counter[0] | counter[0] | 490
max reg2reg | counter[26] | counter[1] | 1220
-- routing by layer --
| metal | share of wire, % | track usage, % |
|---|---|---|
| met1 | 53 | 18.7 |
| met2 | 42 | 18.7 |
| met3 | 4.0 | 2.05 |
| met4 | 1.1 | 1.06 |
| met5 | 0 | 0 |
-- power by group through the flow --
stage         Clock [W]  Sequential [W]  Combinational, W
finish         0.000269        0.000338        0.00000912
global route   0.000293        0.000338         0.0000108
CTS            0.000275        0.000338        0.00000941
Power is estimated from default activity; no workload was simulated.
